### config.mk
export PLATFORM = sky130hd
export DESIGN_NAME = top_module
export DESIGN_NICKNAME = top_module
export VERILOG_FILES = /design/flow/design.v
export SDC_FILE = /design/flow/constraint.sdc
export NUM_CORES = 4
export LEC_CHECK = 1
export CORE_AREA = 10 10 85 85
export DIE_AREA = 0 0 95 95
### constraint.sdc
current_design top_module

set clk_period 1.7
set clk_io_pct 0.2

create_clock -name clk0 -period $clk_period [get_ports {clk}]

set non_clock_inputs [all_inputs -no_clocks]
set_input_delay [expr $clk_period * $clk_io_pct] -clock clk0 $non_clock_inputs
set_output_delay [expr $clk_period * $clk_io_pct] -clock clk0 [all_outputs]
### design.v
module top_module(
    input clk,
    input in,
    input reset,     
    output [7:0] out_byte,
    output done
); 
    parameter start = 0,data = 1,stop = 2,error = 3,correct = 4,parity = 5;
    reg [2:0] state,next_state;
    reg [3:0] data_bit_count = 4'd0;
    reg [7:0] temp;
    always@(*)begin
        case(state)
            start[2:0] : next_state = (!in) ? data[2:0] : start[2:0];
            data[2:0] : next_state = (data_bit_count == 4'd7) ? parity[2:0] : data[2:0];
            parity[2:0] : next_state = (in == ~(^temp)) ? stop[2:0] : error[2:0]; 
            stop[2:0] : next_state = (in) ? correct[2:0] : error[2:0];
            correct[2:0] : next_state = (!in) ? data[2:0] : start[2:0];
            error[2:0] : next_state = (in) ? start[2:0] : error[2:0];
            default : next_state = start[2:0];
        endcase
    end
    always@(posedge clk)
        begin
            if(reset)
                state <= start[2:0];
            else 
                state <= next_state;
        end
    always@(posedge clk)begin
        if(reset)begin
            data_bit_count <= 4'd0;
            temp <= 8'hff;
        end
        else if(state==data[2:0])begin
            temp[data_bit_count] <= in;
           	data_bit_count <= data_bit_count + 4'd1;
        end
        else
            data_bit_count <= 4'd0;
    end
    assign done = (state==correct[2:0]);
	assign out_byte = temp;
endmodule
### run.sh
#!/bin/bash
# OpenROAD 26Q1-2900-gdf79404cd8, Yosys 0.63+post, stock flow scripts
make -C /OpenROAD-flow-scripts/flow DESIGN_CONFIG=/design/flow/config.mk WORK_HOME=/design/flow/orfs finish
==> impl_metrics.env <==
# flow metrics
export IMPL_cp_max_fo=6
export IMPL_ys_flops=18
export IMPL_tool_warnings=29
export IMPL_lay_top_count="dfxtp_1"
export IMPL_cts_buffer_depth=2
export IMPL_ys_warn_count=1
export IMPL_finalCritPeriodShare_pct=94.3
export IMPL_worst_pin_slew_ns=0.359
export IMPL_netlist_logic_family_top="simple AND/OR/NAND/NOR gates"
export IMPL_synth_area_um2=917
export IMPL_die_h_um=95
export IMPL_xor_area_share_pct=10.1
export IMPL_p_per_area_mw_per_mm2=702
export IMPL_cts_tree="done"
export IMPL_ys_sh_adder_pct=6.82
export IMPL_drive_above_1_share_pct=17.8
export IMPL_drc_errors=0
export IMPL_max_stage_delay_ns=0.35
export IMPL_cp_slowest_cell="a221o_1"
export IMPL_ys_cells=97
export IMPL_path_buffers=1
export IMPL_coreArea_mm2=0.00547
export IMPL_wl_um=2100
export IMPL_crit_type="reg2reg"
export IMPL_clkSinkCount=18
export IMPL_drv_cap=0
export IMPL_ys_types=30
export IMPL_cts_root_buffer="clkbuf_8"
export IMPL_dieArea_mm2=0.00903
export IMPL_area_growth_pct=36.3
export IMPL_postRouteAntennaNets=0
export IMPL_drv_slew=0
export IMPL_clk_latency_ns=0.25
export IMPL_vias=764
export IMPL_vias_per_cell=4.02
export IMPL_synth_avg_cell_area_um2=9.45
export IMPL_setup_viol=0
export IMPL_status="completed"
export IMPL_floorplan_core_util_pct=16.8
export IMPL_ys_seq_share_pct=39.3
export IMPL_grt_use_total_pct=4.52
export IMPL_gp_congestion=0.790
export IMPL_synth_cellmix_compoundShare_pct=17.1
export IMPL_io_buffers=11
export IMPL_synth_edff_count=0
export IMPL_p_leak_uw=0.000468
export IMPL_fin_skew_ns=0.00489
export IMPL_cp_cell_sequence="inv_1 > ha_4 > nor2b_4 > a21oi_1 > o22ai_2 > nand3_1 > a221o_1"
export IMPL_grt_ovfl_total=0
export IMPL_peakVddDrop_mv=0.244
export IMPL_setup_worst_path_start_class="flop"
export IMPL_num_rows=27
export IMPL_slew_limit_headroom_pct=76.0
export IMPL_drt_wirelength_per_cell_um=11.1
export IMPL_holdCritPathClass="reg2reg"
export IMPL_synthArstFlopShare_pct=0
export IMPL_grt_pass1_vias=720
export IMPL_synthMuxAreaShare_pct=0
export IMPL_period_needed_ns=1.60
export IMPL_place_hpwl_um=1610
export IMPL_finalPower_uw=878
export IMPL_grt_max_degree=11
export IMPL_antenna_found_initial=0
export IMPL_dr_pass1_iters=4
export IMPL_path_clk_slew_ns=0.07
export IMPL_crit_required_ns=1.84
export IMPL_final_cell_mix="dfxtp_1, nor2_1, clkdlybuf4s50_1"
export IMPL_fp_dieW_um=95
export IMPL_cp_top_family="AND-OR/OR-AND gates"
export IMPL_io_pins=12
export IMPL_yosys_area_share_simple_pct=23.3
export IMPL_dominantRegCellSynth="dfxtp_1"
export IMPL_hold_viol_final=0
export IMPL_grt_pass1_wl_um=3420
export IMPL_initialDrtViolationCount=24
export IMPL_fillers=588
export IMPL_numCtsBuffers=3
export IMPL_grt_setup_unrepaired="false"
export IMPL_max_clock_freq_mhz=624
export IMPL_end_kind="flop"
export IMPL_netlist_instances=97
export IMPL_htree_levels=1
export IMPL_yosys_area_um2=917
export IMPL_fin_hold_ws_ns=0.482
export IMPL_cp_arrival_ns=1.74
export IMPL_num_antenna_cells=0
==> timing repair <==
action / 4_1_cts / 5_1_grt
buffers inserted: 0 / 0
setup endpoints to repair: 0 / 3
gates resized: 0 / 3
hold buffers: 0 / 0
==> state kept, by name, indices dropped and copies added (netlist names) <==
register / cells
data_bit_count: 4
state: 6
temp: 8
==> Yosys cell counts (2+ instances only) <==
| cell | number | share of area (%) |
|---|---|---|
| dfxtp_1 | 18 | 39 |
| nor2_1 | 15 | 6.1 |
| nand3_1 | 7 | 3.8 |
| a221o_1 | 6 | 6.5 |
| ha_1 | 5 | 6.8 |
| xnor2_1 | 5 | 4.8 |
| a21oi_1 | 4 | 2.2 |
| inv_1 | 4 | 1.6 |
| nand2_1 | 3 | 1.2 |
| nor3_1 | 3 | 1.6 |
| xor2_1 | 3 | 2.9 |
| and3_1 | 2 | 1.4 |
| nand2b_1 | 2 | 1.4 |
| nand3b_1 | 2 | 1.6 |
| nor2b_1 | 2 | 1.4 |
| o21ai_1 | 2 | 1.1 |
==> final cells by class <==
| cell class | instances | area, um^2 | share of cell area [%] |
|---|---|---|---|
| Timing Repair Buffer | 20 | 178 | 14.2 |
| Inverter | 4 | 15.0 | 1.20 |
| Sequential cell | 18 | 360 | 28.8 |
| Clock buffer | 4 | 55.1 | 4.40 |
| Multi-Input combinational cell | 72 | 552 | 44.1 |
| Tap cell | 72 | 90.1 | 7.21 |
==> through the flow <==
stage	TNS [ns]	setup slack, ns	util [%]	std cells	instance area, um^2
2_1_floorplan	0	0.0223	-	97	933
3_3_place_gp	-0.110	-0.0884	21.7	186	1180
3_5_place_dp	-0.172	-0.108	21.7	186	1180
4_1_cts	0	0.00562	22.7	190	1240
5_1_grt	0	0.0121	22.8	190	1250
6_report	0	0.0970	22.8	190	1250
==> cells by family (layout without fill, tap and decap cells) <==
logic type / Yosys count / in the layout
xor+xnor: 9 / 9
compound gates: 17 / 17
fa+ha+maj: 5 / 5
flops: 18 / 18
buf+inv: 7 / 28
simple gates: 41 / 41
==> where the power goes <==
group,internal [uW],switching (uW)
logic,46.9,52.0
clock network,205,138
registers,429,6.47
==> final timing paths <==
| check | start | endpoint | slack (ns) | cells past startpoint |
|---|---|---|---|---|
| worst max-delay path | data_bit_count[0]$_SDFF_PP0_ | temp[5]$_SDFFE_PP1P_ | 0.1 | 7 |
| worst max register to register | data_bit_count[0]$_SDFF_PP0_ | temp[5]$_SDFFE_PP1P_ | 0.1 | 7 |
| worst min register to register | state[4]$_DFF_P_ | state[2]$_DFF_P_ | 0.48 | 1 |
| worst min-delay path | state[4]$_DFF_P_ | state[2]$_DFF_P_ | 0.48 | 1 |
==> routing by layer <==
metal	track usage, %	part of all wire [%]
met4	0.748	1.0
met3	0.321	5.2
met1	6.38	45
met5	0	0
met2	7.49	48
Power and IR drop assume default switching activity.
